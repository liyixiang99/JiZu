==> ./design.v <==
`timescale 1ns / 1ps
module ext(
    input [15:0] imm,
    input [1:0] EOp,
    output [31:0] ext
    );
	 assign ext = (EOp==0)?({{16{imm[15]}},imm}):
					  (EOp==1)?({{16{0}},imm}):
					  (EOp==2)?({imm,{16{0}}}):
					  (EOp==3)?({{16{imm[15]}},imm}<<2):000;					  
endmodule
==> ./run.sh <==
#!/bin/bash
# OpenROAD 26Q1-2900-gdf79404cd8, Yosys 0.63+post, stock flow scripts
make -C /OpenROAD-flow-scripts/flow DESIGN_CONFIG=/design/flow/config.mk WORK_HOME=/design/flow/orfs finish
==> ./config.mk <==
export PLATFORM = sky130hd
export DESIGN_NAME = ext
export DESIGN_NICKNAME = ext
export VERILOG_FILES = /design/flow/design.v
export SDC_FILE = /design/flow/constraint.sdc
export NUM_CORES = 4
export LEC_CHECK = 1
export CORE_AREA = 10 10 70 70
export DIE_AREA = 0 0 80 80
==> ./constraint.sdc <==
current_design ext

set clk_period 1.6
set clk_io_pct 0.2

create_clock -name clk0 -period $clk_period

set non_clock_inputs [all_inputs -no_clocks]
set_input_delay [expr $clk_period * $clk_io_pct] -clock clk0 $non_clock_inputs
set_output_delay [expr $clk_period * $clk_io_pct] -clock clk0 [all_outputs]
==> flow_metrics.py <==
# Generated from Yosys and OpenROAD reports
metrics = {
    "final_layout": {
        "nClkBuffers": 0,
        "final_cell_mix": "44 x dlygate4sd2_1, 15 x a22o_1, 5 x buf_4",
        "drive_gt1_share_pct": 19.8,
        "ff_count": 0,
        "fin_util_pct": 24.5,
        "mostFrequentLayoutCell": "dlygate4sd2_1",
        "final-seq-area_um2": 0,
        "syn2layout_area_growth_pct": 176,
    },
    "logic_synthesis": {
        "ys_seq_share_pct": 0,
        "yosysUniqueCellTypes": 9,
        "syn_inst": 38,
        "avgSynthCellArea_um2": 7.97,
        "ys_warn_count": 0,
        "synth_area_um2": 303,
        "ys_area_um2": 303,
        "ys_cells": 38,
    },
    "floorplan": {
        "die_w_um": 80,
        "ioPinCount": 50,
        "die_h_um": 80,
        "fp-utilization_pct": 8.86,
        "num_rows": 21,
        "core-area_um2": 3420,
        "dieArea_um2": 6400,
    },
    "grt": {
        "grt-ovfl-total": 0,
        "track_usage_pct": 4.85,
        "antenna_found_initial": 0,
        "grt_max_degree": 9,
        "grt_pass1_vias": 486,
        "grt_pass1_wl_mm": 2.59,
    },
    "cts": {
        "cts.hold.buffers_added": 0,
    },
    "route": {
        "wl_per_cell_um": 13.6,
        "avgViaCountPerCell": 3.55,
        "wirelength_met1_um": 802,
        "wirelength_mm": 1.73,
        "detail_route.first_pass.iterations": 2,
        "drc_errors": 0,
        "met3WireLength_um": 211,
        "antenna_left": 0,
        "top_layer": "met3",
        "vias": 451,
        "dr_wl_met2_um": 713,
        "diodes": 0,
        "drt-initial-drc-count": 2,
    },
    "power": {
        "vdd_ir_drop_max_mv": 0.103,
        "p_leak_nw": 0.443,
        "power.density_nw_per_um2": 236,
        "fin_total_pwr_w": 0.000198,
    },
    "setup_path": {
        "end_kind": "output pin",
        "path_cells": "buf_12 -> and2_4 -> buf_12 -> buf_4 -> a22o_1 -> clkdlybuf4s15_1",
        "slowest_delay_ns": 0.19,
        "worst-path-buf-inv": 4,
        "crit_top_cell": "buf_12",
        "arrival_ns": 1.24,
        "path_delay_family": "buffers and inverters",
        "crit_type": "primary input to output pin",
        "critPathLaunch": "EOp[1]",
        "crit_path_start_kind": "primary input",
        "critPathMaxFanout": 7,
        "cp.required_ns": 1.28,
        "cpMaxStageDelayCell": "and2_4",
    },
    "worst_hold_path": {
        "hold_class": "primary input to output pin",
        "hold_start": "imm[8]",
    },
    "place": {
        "place_hpwl_mm": 1.34,
        "port_buffers": 50,
        "gp_congestion": 0.784,
        "dpl_worst_slack_ns": -0.525,
    },
    "outcome": {
        "status": "completed",
    },
    "sta": {
        "setup_violations": 0,
        "slew-limit-headroom_pct": 90.8,
        "fmax_ghz": 0.641,
        "finalSetupTns_ns": 0,
        "hold_violations": 0,
        "rsz0062_at_grt": "no",
        "fin_crit_ns": 1.56,
        "tightest_slew_ns": 0.138,
        "drv_slew": 0,
        "finalWorstSetupSlack_ns": 0.0395,
        "finalCritPeriodShare_pct": 97.5,
    },
    "run": {
        "drv_cap": 0,
        "warnings": 32,
    },
}
## cell usage after synthesis
cell     instances  share of area (%)
a22o_1          15                 43
buf_4           14                 35
and2b_1          2                5.0
buf_6            2                7.4
and2_4           1                2.9
buf_2            1                1.7
inv_1            1                1.2
nor2_1           1                1.2
o21a_1           1                2.5
## metal layers
| metal | track usage [%] | vias up |
|---|---|---|
| met3 | 1.70 | 0 |
| li1 | - | 214 |
| met4 | 0 | 0 |
| met5 | 0 | - |
| met2 | 7.54 | 31 |
| met1 | 6.66 | 206 |
## cells by family after synthesis
group,share of synthesized area (%)
buf+inv,45.0
compound gates,45.9
simple gates,9.09
## worst min-delay path: cells and delay by family
kind | cells | cell delay [ns]
buffers and inverters | 2 | 0.39
AOI/OAI and AO/OA | 1 | 0.13
## through the flow
stage	hold WS, ns	cell area [µm²]	std cells
floorplan	0.711	303	38
global placement	1.62	791	122
global route	1.19	837	127
detailed placement	1.63	791	122
CTS	1.16	837	127
finish	1.16	837	127
## timing repair
action	4_1_cts	5_1_grt
buffers inserted	2	0
setup endpoints to repair	32	0
resized	67	0
## power by group
group	switching [W]	total, W	internal [W]	leakage [nW]
Clock	0	0	0	0
Combinational	0.0000592	0.000198	0.000139	0.443
Sequential	0	0	0	0
## cell type report
class                      count  area [µm²]
tap                           46        57.6
fill                         388        2580
multi-input combinational     20         181
timing repair inverter         1        7.51
inverter                       1        7.51
timing repair buffer          59         583
## final timing paths
path	end	depth (start not counted)	slack [ns]
max	ext[9]	6	0.04
min	ext[10]	3	1.16
Power figures rest on the tool's default switching activity, not on a simulated workload.
